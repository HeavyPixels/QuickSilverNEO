**design.v**
```verilog
`timescale 1ns / 1ps
module CalcLine(
    input clk100,
    input [223:0] CalcLine_TriangleFIFO_ReadData,
    output reg CalcLine_TriangleFIFO_pop,
	 input  CalcLine_TriangleFIFO_empty,
    output reg [223:0] CalcLine_TriangleFIFO_WriteData,
    output reg CalcLine_TriangleFIFO_push,
    output [9:0] X1,
    output [9:0] X2,
    output [25:0] Z1,
    output [26:0] NZ,
    output [21:0] R1,
    output [22:0] NR,
    output [21:0] G1,
    output [22:0] NG,
    output [17:0] B1,
    output [18:0] NB,
    output reg lineStart,
    input lineDone,
	 input nextFrame,
    input nextLine
    );
parameter WAIT=3'd0, POP1=3'd1, POP2=3'd2, DECIDE=3'd3, NOPUSH=3'd4, PUSH1=3'd5, PUSH2=3'd6;
reg [2:0] State=0;
reg line_active;
reg [19:0] X1_r;     
reg [19:0] X2_r;     
reg  [9:0] Xmid_r;   
reg [20:0] Mlong_r;  
reg [20:0] Mtop_r;   
reg [20:0] Mbottom_r;
reg  [9:0] Ycurr_r;  
reg  [9:0] Ymid_r;   
reg  [9:0] Yend_r;   
reg [25:0] Z1_r;     
reg [26:0] MZ_r;     
reg [26:0] NZ_r;     
reg [21:0] R1_r;     
reg [22:0] MR_r;     
reg [22:0] NR_r;     
reg [21:0] G1_r;     
reg [22:0] MG_r;     
reg [22:0] NG_r;     
reg [17:0] B1_r;     
reg [18:0] MB_r;     
reg [18:0] NB_r;     
reg  [9:0] Ycounter;
reg [19:0] X1_out;
reg [19:0] X2_out;
reg  [9:0] Ycurr_out;  
reg [25:0] Z1_out;    
reg [21:0] R1_out;     
reg [21:0] G1_out;    
reg [17:0] B1_out;   
reg [26:0] Z1_sum;    
reg [22:0] R1_sum;     
reg [22:0] G1_sum;    
reg [18:0] B1_sum;   
assign X1 = X1_r[19:10];
assign X2 = X2_r[19:10];
assign Z1 = Z1_r;
assign NZ = NZ_r;
assign R1 = R1_r;
assign NR = NR_r;
assign G1 = G1_r;
assign NG = NG_r;
assign B1 = B1_r;
assign NB = NB_r;
always@(posedge clk100)
begin
	X1_out <= X1_r + Mlong_r;
	Ycurr_out = Ycurr_r + 1;
	X2_out <= (Ycurr_out < Ymid_r) ? X2_r + Mtop_r
	        : (Ycurr_out == Ymid_r) ? {Xmid_r, 10'h0}
			  : X2_r + Mbottom_r;
	Z1_sum = Z1_r + MZ_r;
	Z1_out <= Z1_sum[26]?{26{~MZ_r[26]}}:Z1_sum[25:0];
	R1_sum = R1_r + MR_r;
	R1_out <= R1_sum[22]?{22{~MR_r[22]}}:R1_sum[21:0];
	G1_sum = G1_r + MG_r;
	G1_out <= G1_sum[22]?{22{~MG_r[22]}}:G1_sum[21:0];
	B1_sum = B1_r + MB_r;
	B1_out <= B1_sum[18]?{18{~MB_r[18]}}:B1_sum[17:0];
end
always@(posedge clk100)
begin
	if(nextFrame)
	begin
		State <= WAIT;
		Ycounter <= 0;
	end
	else
	begin
		if(nextLine)
			Ycounter <= Ycounter + 1;
		case(State)
			WAIT:
			begin
				if(lineDone && !CalcLine_TriangleFIFO_empty)
					State <= POP1;
				else
					State <= WAIT;
			end
			POP1:
			begin
				{X1_r, X2_r, Xmid_r, Mlong_r, Mtop_r, Mbottom_r,
				Ycurr_r, Ymid_r, Yend_r, Z1_r, MZ_r, NZ_r} <= CalcLine_TriangleFIFO_ReadData[222:0];
				State <= POP2;
			end
			POP2:
			begin
				{R1_r, MR_r, NR_r, G1_r, MG_r, NG_r,
				B1_r, MB_r, NB_r} <= CalcLine_TriangleFIFO_ReadData[191:0];
				State <= DECIDE;
			end
			DECIDE:
			begin
				line_active <= (Ycurr_r <= Ycounter) && (Ycurr_r < Yend_r);
				if(Ycurr_r >= Yend_r)
					State <= NOPUSH;
				else
					State <= PUSH1;
			end
			NOPUSH:
			begin
				State <= WAIT;
			end
			PUSH1:
			begin
				State <= PUSH2;
			end
			PUSH2:
			begin
				State <= WAIT;
			end
			default:
				State <= WAIT;
		endcase
	end
end
always@*
begin
	if(nextFrame)
	begin
		CalcLine_TriangleFIFO_pop <= 0;
		CalcLine_TriangleFIFO_push <= 0;
		CalcLine_TriangleFIFO_WriteData <= 0;
		lineStart <= 0;
	end
	else
	begin
		CalcLine_TriangleFIFO_pop <= 0;
		CalcLine_TriangleFIFO_push <= 0;
		CalcLine_TriangleFIFO_WriteData <= 0;
		lineStart <= 0;
		case(State)
			POP1: 
			begin
				CalcLine_TriangleFIFO_pop <= 1;
			end
			POP2:
			begin
				CalcLine_TriangleFIFO_pop <= 1;
			end
			NOPUSH:
			begin		
				lineStart <= line_active && (X1_r[19:10] != X2_r[19:10]);
			end
			PUSH1:
			begin
				CalcLine_TriangleFIFO_push <= 1;
				lineStart <= line_active && (X1_r[19:10] != X2_r[19:10]);
				if(line_active)
				begin
					CalcLine_TriangleFIFO_WriteData <= {X1_out, X2_out, Xmid_r, Mlong_r, Mtop_r, Mbottom_r,
																Ycurr_out, Ymid_r, Yend_r, Z1_out, MZ_r, NZ_r};
				end
				else
				begin
					CalcLine_TriangleFIFO_WriteData <= {X1_r, X2_r, Xmid_r, Mlong_r, Mtop_r, Mbottom_r,
																Ycurr_r, Ymid_r, Yend_r, Z1_r, MZ_r, NZ_r};
				end				
			end
			PUSH2:
			begin
				CalcLine_TriangleFIFO_push <= 1;
				if(line_active)
				begin
					CalcLine_TriangleFIFO_WriteData <= {R1_out, MR_r, NR_r, G1_out, MG_r, NG_r,
																	B1_out, MB_r, NB_r};
				end
				else
				begin
					CalcLine_TriangleFIFO_WriteData <= {R1_r, MR_r, NR_r, G1_r, MG_r, NG_r,
																	B1_r, MB_r, NB_r};
				end
			end
		endcase
	end
end	
endmodule
```
**run.sh**
```bash
#!/bin/bash
# OpenROAD 26Q1-2900-gdf79404cd8, Yosys 0.63+post, stock flow scripts
make -C /OpenROAD-flow-scripts/flow DESIGN_CONFIG=/design/flow/config.mk WORK_HOME=/design/flow/orfs finish
```
**config.mk**
```make
export PLATFORM = sky130hd
export DESIGN_NAME = CalcLine
export DESIGN_NICKNAME = CalcLine
export VERILOG_FILES = /design/flow/design.v
export SDC_FILE = /design/flow/constraint.sdc
export NUM_CORES = 4
export LEC_CHECK = 1
export CORE_UTILIZATION = 40
```
**constraint.sdc**
```tcl
current_design CalcLine

set clk_period 79.8
set clk_io_pct 0.2

create_clock -name clk0 -period $clk_period [get_ports {clk100}]

set non_clock_inputs [all_inputs -no_clocks]
set_input_delay [expr $clk_period * $clk_io_pct] -clock clk0 $non_clock_inputs
set_output_delay [expr $clk_period * $clk_io_pct] -clock clk0 [all_outputs]
```
==> results.sh <==
# physical design summary
export IMPL_num_vias=21200
export IMPL_p_sw_mw=0.159
export IMPL_synth_async_reset_ratio_pct=0
export IMPL_cp_start_kind="input port"
export IMPL_cts_sinks=567
export IMPL_cp_arrival_ns=19.46
export IMPL_fin_crit_sh_pct=44.4
export IMPL_clock_latency_ns=0.60
export IMPL_swShare_pct=22.8
export IMPL_crit_required_ns=63.84
export IMPL_final_setup_skew_ns=0.0216
export IMPL_rsz0062_at_grt="no"
export IMPL_first_global_vias=21100
export IMPL_top_cell="edfxtp_1"
export IMPL_drtIter0Drc=1186
export IMPL_slew_headroom_pct=42.2
export IMPL_die_h_um=266
export IMPL_topCellsByArea="edfxtp_1, dfxtp_1, ha_1"
export IMPL_cts_root_buffer="clkbuf_16"
export IMPL_powerDensity_nw_per_um2=18.6
export IMPL_r2r_slack_ns=75.88
export IMPL_viasPerCell=5.38
export IMPL_fin_tns_setup_ns=0
export IMPL_seqPwrFrac_pct=48.6
export IMPL_hold_class="flop to flop"
export IMPL_rows=96
export IMPL_fmax_ghz=0.0282
export IMPL_finalCriticalPeriod_ns=35.42
export IMPL_finalSetupViolCount=0
export IMPL_drv_slew=0
export IMPL_io_buffers=653
export IMPL_clkPwrFrac_pct=42.5
export IMPL_htreeDepth=3
export IMPL_leakagePower_nw=14.0
export IMPL_yosys_warnings=1
export IMPL_area_delta_synth_final_pct=34.4
export IMPL_critPathMaxFanout=41
export IMPL_first_pass_iters=5
export IMPL_post_drt_wl_per_cell_um=24.0
export IMPL_cts_buffers=66
export IMPL_synth_cell_types=75
export IMPL_edf_count=416
export IMPL_ys_flops=567
export IMPL_post_cts_repair_setup_buffers=0
export IMPL_grt_overflow=0
export IMPL_combPwrFrac_pct=8.9
export IMPL_drv_cap=0
export IMPL_common_cells="edfxtp_1, ha_1, o21ai_0"
export IMPL_wl_um=94500
export IMPL_ys_seq_share_pct=55.6
export IMPL_grtUsageTotal_pct=27.9
export IMPL_postRouteAntennaNets=0
export IMPL_crit_path_end_kind="output pin"
export IMPL_cts_buffer_depth=3
export IMPL_grt_pass1_wl_um=137000
export IMPL_finalWeightedCongestion=0.936
export IMPL_nFillCells=5660
export IMPL_largest_area_cell="edfxtp_1"
export IMPL_holdBufCountCts=0
export IMPL_floorplan_core_util_pct=40.5
export IMPL_final_util_pct=54.5
export IMPL_warning_count=26
export IMPL_route_detailed_drc=0
export IMPL_dieArea_um2=70800
export IMPL_tightest_slew_ns=0.866
export IMPL_netlist_instances=2306
export IMPL_yosys_area_um2=27900
export IMPL_path_class="input port to output pin"
export IMPL_cts_tree="yes"
export IMPL_io_pins=656
export IMPL_status="finished, final reports clean"
export IMPL_die_w_um=266
export IMPL_grt_max_degree=81
export IMPL_antenna_found_initial=16
export IMPL_dpl_hpwl_um=70500
export IMPL_syn_cell_area_um2=27900
export IMPL_ys_flop_type="edfxtp_1"
export IMPL_yosys_cells=2306
export IMPL_postCtsResizedCells=0
export IMPL_top_area_share_pct=44.8
export IMPL_drive_gt1_share_pct=5.07
export IMPL_p_int_mw=0.539
export IMPL_avgSynthCellArea_um2=12.1
export IMPL_finalHoldViolCount=0
export IMPL_core_um2=68800
export IMPL_clk_pin_slew_ns=0.06
export IMPL_peakVddDrop_v=0.0000164
## critical path: stages
cell,delay [ns]
clkdlybuf4s50_1,0.88
nand2b_1,0.37
or2_4,0.43
buf_4,0.49
buf_4,0.51
o21ai_0,0.19
clkdlybuf4s50_1,0.53
## registers in the layout (all words and copies together) (netlist names), 21 cells and up
register	flops
Mtop_r	21
Z1_r	26
NR_r	23
MR_r	23
NZ_r	27
R1_out	22
Mbottom_r	21
R1_r	22
MG_r	23
Mlong_r	21
MZ_r	27
NG_r	23
G1_out	22
G1_r	22
Z1_out	26
## final timing paths
path / start / depth (start not counted) / to
max: nextFrame / 7 / CalcLine_TriangleFIFO_WriteData[56]
min: Ycounter[8] / 2 / Ycounter[8]
max reg2reg: B1_r[0] / 12 / B1_out[13]
min reg2reg: Ycounter[8] / 2 / Ycounter[8]
## area by class of cell
class                   instances  area, um^2  area share [%]
flip-flops and latches        567       15500            41.4
multi-input cells            1564       11700            31.1
repair buffers                683        6770            18.1
clock buffers                  90        1850            4.92
well taps                     931        1160            3.11
clock inverters                29         258           0.688
inverters                      65         244           0.651
diodes                          7        17.5          0.0467
## layer usage
layer / GRT usage (%) / part of all wire (%) / up-vias
met5: 0 / 0.12 / -
met4: 6.43 / 2.3 / 20
met3: 11.1 / 10 / 133
met2: 41.4 / 46 / 798
met1: 40.4 / 41 / 10300
li1: - / - / 9945
## cells by family (layout without fill, tap and decap cells)
group | after synthesis | count (layout) | share of synthesized area (%)
multiplexers | 145 | 145 | 5.21
AND-OR/OR-AND | 594 | 594 | 14.0
AND/OR/NAND/NOR | 426 | 426 | 6.97
adder cells (fa/ha/maj) | 248 | 248 | 10.7
flip-flops | 567 | 567 | 55.6
buffers and inverters | 175 | 867 | 2.67
other | 1 | 8 | 0.0134
XOR/XNOR | 150 | 150 | 4.71
## stage by stage
step / setup WS [ns] / cells / hold slack [ns] / instance area [um^2] / total power [mW]
2_1_floorplan: 31.45 / 2306 / 0.458 / 27900 / 0.380
3_3_place_gp: 44.42 / 3810 / 0.469 / 35400 / 0.407
3_5_place_dp: 44.35 / 3810 / 0.478 / 35400 / 0.407
4_1_cts: 44.32 / 3929 / 0.489 / 37500 / 0.705
5_1_grt: 44.13 / 3935 / 0.523 / 37500 / 0.723
6_report: 44.38 / 3936 / 0.490 / 37500 / 0.698
## power groups by stage
stage,clock network [mW],logic [mW],registers (mW)
after CTS,0.303,0.0624,0.339
after global routing,0.314,0.0685,0.340
final,0.297,0.0622,0.339
## cells in the final DEF, fill, tap and decap left out, types with 8 or more instances in the layout
| master | n |
|---|---|
| a211oi_1 | 9 |
| a21o_1 | 65 |
| a21oi_1 | 127 |
| a22o_1 | 84 |
| a31oi_1 | 12 |
| and3_1 | 12 |
| buf_4 | 29 |
| clkbuf_1 | 17 |
| clkbuf_16 | 69 |
| clkdlybuf4s50_1 | 653 |
| clkinv_2 | 14 |
| dfxtp_1 | 151 |
| edfxtp_1 | 416 |
| ha_1 | 177 |
| inv_1 | 63 |
| maj3_1 | 63 |
| mux2i_1 | 144 |
| nand2_1 | 160 |
| nand2b_1 | 19 |
| nand3_1 | 41 |
| nand4_1 | 18 |
| nor2_1 | 106 |
| nor2b_1 | 18 |
| nor3_1 | 17 |
| o21a_1 | 20 |
| o21ai_0 | 163 |
| o21bai_1 | 17 |
| o22ai_1 | 25 |
| or3_1 | 8 |
| xnor2_1 | 107 |
| xor2_1 | 43 |
No activity file was given, so power comes from the tool's default toggle rates.
