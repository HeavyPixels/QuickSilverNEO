==> /design/flow/design.v <==
`timescale 1ns / 1ps
module TestTriangle#(parameter SIZE=8'd108)(
    input clk100,
    input nextFrame,
    output reg [7:0] index,
    input VertexBuffer_PreCalc_pop,
    output reg VertexBuffer_PreCalc_empty,
	 output [7:0] count,
	 input [7:0] sin,
	 input [223:0] testdata,
	 output [223:0] VertexBuffer_PreCalc_ReadData
    );
reg [7:0] count = 0;
reg [1:0] multsel = 0;
reg signed [19:0] mult;
reg signed [7:0] sinbuf;
reg signed [11:0] x1;
reg signed [11:0] x2;
reg signed [11:0] x3;
reg [11:0] x1_o;
reg [11:0] x2_o;
reg [11:0] x3_o;
assign VertexBuffer_PreCalc_ReadData = {8'h00, x1_o, x2_o, x3_o, testdata[179:0]};
always@(posedge clk100)
begin
	multsel <= multsel + 1;
	sinbuf <= sin;
	x1 <= testdata[215:204] - 1280;
   x2 <= testdata[203:192] - 1280;
   x3 <= testdata[191:180] - 1280;
	case(multsel)
		0: begin
			mult = x1 * sinbuf;
			x1_o <= mult[18:7] + 1280;
		end
		1: begin
			mult = x2 * sinbuf;
			x2_o <= mult[18:7] + 1280;
		end
		2: begin
			mult = x3 * sinbuf;
			x3_o <= mult[18:7] + 1280;
		end
	endcase
end
always@(posedge clk100)
begin
	if(nextFrame)
	begin
		count <= count + 1;
		index <= 0;
		VertexBuffer_PreCalc_empty <= 0;
	end
	else
	begin
		if(VertexBuffer_PreCalc_pop)
		begin
			if(index < SIZE) index <= index + 1;
		end
		VertexBuffer_PreCalc_empty <= (index == SIZE);
	end
end
endmodule
==> /design/flow/run.sh <==
#!/bin/bash
# OpenROAD 26Q1-2900-gdf79404cd8, Yosys 0.63+post, stock flow scripts
make -C /OpenROAD-flow-scripts/flow DESIGN_CONFIG=/design/flow/config.mk WORK_HOME=/design/flow/orfs finish
==> /design/flow/config.mk <==
export PLATFORM = sky130hd
export DESIGN_NAME = TestTriangle
export DESIGN_NICKNAME = TestTriangle
export VERILOG_FILES = /design/flow/design.v
export SDC_FILE = /design/flow/constraint.sdc
export NUM_CORES = 4
export LEC_CHECK = 1
export CORE_AREA = 10 10 315 315
export DIE_AREA = 0 0 325 325
==> /design/flow/constraint.sdc <==
current_design TestTriangle

set clk_period 12.2
set clk_io_pct 0.2

create_clock -name clk0 -period $clk_period [get_ports {clk100}]

set non_clock_inputs [all_inputs -no_clocks]
set_input_delay [expr $clk_period * $clk_io_pct] -clock clk0 $non_clock_inputs
set_output_delay [expr $clk_period * $clk_io_pct] -clock clk0 [all_outputs]
==> metrics.cfg <==
[floorplanning]
num_rows = 111
fp.dieW_um = 325
dieHeight_um = 325
fp.coreArea_um2 = 91940
die-area_um2 = 105600
pin_count = 476
fp-utilization_pct = 15.32

[setup_path]
crit_type = reg -> reg
critical_path_required_ns = 12.35
crit_path_max_fanout = 16
crit_path_top_delay_cell = fa_1
crit_path_cell_trace = buf_4 > inv_1 > buf_4 > fa_1 > fa_1 > inv_1 > fa_1 > inv_1 > fa_1 > inv_1 > ha_1 > a21oi_1 > nand2_1 > o21ai_1 > o21ai_1 > o41ai_2 > mux2_4 > a2111oi_4 > xnor2_1
slowest_delay_ns = 0.52
cp-start-kind = flop
cp-end-kind = flop
arrival_ns = 6.49

[drt]
diodes = 0
wl_mm = 29.76
antenna_left = 0
vias_per_cell = 3.251
dr.pass1.iters = 4
via_count = 8583
wl_per_cell_um = 11.27
drt_iter0_drc = 285
remaining_drc_errors = 0

[flow_run]
openroad.warnings = 36
cap_violations = 0

[sta]
drv_slew = 0
worst_pin_slew_ns = 0.7100
rsz0062_at_grt = false
setup_tns_ns = 0
clock_skew_ns = 0.01443
fin_crit_sh_pct = 52.02
hold_violations = 0
finalSetupViolations = 0
max_freq_ghz = 0.1576
fin_crit_ns = 6.347
slew_headroom_pct = 52.52
whs_ns = 0.4384

[finish]
layout_top_cell = inv_1
fin_area_um2 = 15510
syn_to_final_growth_pct = 10.17
drive_gt1_share_pct = 2.291
final_layout_top_logic_cells = inv_1, fa_1, and2_1
fill_cells = 10330

[yosys]
yosys_area_um2 = 14080
ys_dominant_reg_cell = dfxtp_1
numSynthFlops = 99
ys_async_sr_fraction_pct = 0
yosysWarnings = 1
edf_count = 44
syn_area_um2 = 14080
netlist_instances = 1485
synth_cell_type_count = 51
ys_cells = 1485
synth_area_per_cell_um2 = 9.483
ys_seq_share_pct = 17.20

[cts]
cts_hold_buf = 0
post_cts_buffers = 0
cts_num_sinks = 99
clk_latency_ns = 0.40
clock_path_buffers = 2
cts_buffers = 9
root_buffer = clkbuf_16
clk_pin_slew_ns = 0.08
cts_tree = yes
cts_resized = 0
htree_levels = 3

[grt]
grt-ovfl-total = 0
grt_pass1_wl_mm = 48.27
grt_pass1_vias = 8804
grtUsageTotal_pct = 5.844
antenna_found_initial = 0
grt_max_degree = 38

[placed_design]
dpl_cell_area_um2 = 15200
io_buffers = 99
hpwl_mm = 24.00
gp_congestion = 0.8111

[power_and_ir_drop]
irDropWorstVdd_mv = 0.2614
power.density_nw_per_um2 = 210.3
power_leakage_nw = 6.877

[run_status]
status = finished, final reports clean

[worst_hold_path]
hold_path_class = reg -> reg

stage by stage:
stage	setup WS, ns	util, %	std cells	total power [mW]
3_3_place_gp	5.919	16.53	2624	2.983
2_1_floorplan	6.849	-	1492	2.605
6_report	5.853	16.87	2640	3.262
4_1_cts	5.849	16.87	2640	3.330
3_5_place_dp	5.889	16.53	2624	2.971
5_1_grt	5.423	16.87	2640	3.710
routing by layer:
layer  part of all wire (%)  wire length [µm]  track usage, %  vias to the layer above
li1                       -                 -               -                     4096
met1                     45             13270           7.674                     4128
met2                     42             12460           8.265                      330
met3                     12              3682           3.830                       29
met4                    1.1               340          0.6072                        0
met5                      0                 0               0                        -
final cells by class:
type                            count  area, µm²  share of cell area, %
Timing Repair Buffer              109       1066                  6.871
Multi-Input combinational cell    877       9044                  58.29
Inverter                          296       1111                  7.161
Tap cell                         1243       1555                  10.02
Sequential cell                    99       2422                  15.61
Clock inverter                      7      91.34                 0.5887
Clock buffer                        9      225.2                  1.452
power breakdown:
group / total (mW) / switching [mW] / internal (mW)
Combinational: 2.41 / 1.25 / 1.16
Sequential: 0.542 / 0.0244 / 0.518
Clock: 0.313 / 0.164 / 0.149
synthesized netlist by cell type (all sizes together) (2+ instances only):
cell type	count	area (µm²)
dfxtp	55	1101
o21bai	2	15.01
inv	296	1111
nor2b	4	25.02
o21ai	16	80.08
a2111oi	2	37.54
and3	10	62.56
nand2b	14	87.58
nand3	5	25.02
a21o	9	67.56
clkbuf	31	116.4
ha	111	1389
nor2	61	229.0
nand4	10	62.56
and2	159	994.7
fa	222	4444
nand2	102	382.9
mux2i	2	20.02
o21a	8	60.06
buf	189	1415
a221oi	2	17.52
xnor2	52	455.4
xor2	20	175.2
a31oi	2	12.51
nor3b	2	15.01
nor3	10	50.05
edfxtp	44	1321
a21oi	24	120.1
a211oi	3	27.52
critical path: cells and delay by family (launching register included):
kind                     cells  cell delay [ns]
adder cells (fa/ha/maj)      5             2.34
AND-OR/OR-AND                5             1.65
buffers and inverters        6             1.21
multiplexers                 1             0.36
flip-flops                   1             0.31
AND/OR/NAND/NOR              1             0.10
XOR/XNOR                     1             0.10
flip-flops by register name, summed over array words and instances (netlist names):
name                        cells
index                           8
multsel                         2
x1_o                           12
x1                             12
count                           8
sinbuf                          8
x3                             12
x2_o                           12
x3_o                           12
VertexBuffer_PreCalc_empty      1
x2                             12
logic make-up after synthesis:
| kind of cell | after synthesis | synth area share [%] |
|---|---|---|
| simple gates | 384 | 14.17 |
| fa+ha+maj | 333 | 41.42 |
| mux | 3 | 0.2488 |
| flops | 99 | 17.20 |
| xor+xnor | 72 | 4.478 |
| other cells | 1 | 0.02663 |
| buf+inv | 516 | 18.76 |
| compound gates | 77 | 3.687 |
final timing paths:
check                           startpoint    endpoint  slack [ns]  depth (start not counted)
worst min register to register  multsel[0]  multsel[0]        0.44                          1
worst max-delay path             sinbuf[7]    x2_o[11]        5.85                         19
worst max register to register   sinbuf[7]    x2_o[11]        5.85                         19
worst min-delay path            multsel[0]  multsel[0]        0.44                          1
No activity file was given, so power comes from the tool's default toggle rates.
