<file path="design.v">
`timescale 1ns / 1ps
module MemController(
    input clk75,
    input rst,
	 input [31:0] BucketWriteFIFO_ReadData,
	 output BucketWriteFIFO_pop,
	 input BucketWriteFIFO_empty,
	 input [31:0] BucketReadReq_ReadData,
	 output BucketReadReq_pop,
	 input BucketReadReq_empty,
	 output [31:0] BucketReadFIFO_WriteData,
	 output BucketReadFIFO_push,
	 input BucketReadFIFO_full,
	 input [31:0] TextureWriteFIFO_ReadData,
	 output TextureWriteFIFO_pop,
	 input TextureWriteFIFO_empty,
	 input [31:0] TextureReadReq_ReadData,
	 output TextureReadReq_pop,
	 input TextureReadReq_empty,
	 output [31:0] TextureReadFIFO_WriteData,
	 output TextureReadFIFO_push,
	 input TextureReadFIFO_full,
	 output reg MemOE_n,  
    output reg MemWR_n,  
    output reg RamAdv_n,  
    output reg RamCS_n,  
    output RamClk,  
    output reg RamCRE,  
    output RamLB_n,  
    output RamUB_n,  
    input RamWait,  
    output FlashRp_n,  
    output FlashCS_n,  
    output reg [22:0] MemAdr,
    inout [15:0] MemDB
    );
assign RamLB_n = 0;  
assign RamUB_n = 0;  
assign FlashRp_n = 0;  
assign FlashCS_n = 1;  
reg MemDB_hw;
reg MemDB_oe;
assign MemDB = MemDB_oe ? (sel_r[0] ? (MemDB_hw ? BucketWriteFIFO_ReadData[31:16] : BucketWriteFIFO_ReadData[15:0]) :
                           sel_r[2] ? (MemDB_hw ? TextureWriteFIFO_ReadData[31:16] : TextureWriteFIFO_ReadData[15:0]) :
									16'hZZZZ) :
                          16'hZZZZ;
reg clkEnable = 0;
assign RamClk = clkEnable ? clk75 : 0;
reg [3:0] sel;
reg [3:0] sel_r;
reg [3:0] pop;
assign BucketWriteFIFO_pop = pop[0];
assign BucketReadReq_pop = pop[1];
assign TextureWriteFIFO_pop = pop[2];
assign TextureReadReq_pop = pop[3];
reg [3:0] push;
reg [3:0] push_r;
assign BucketReadFIFO_push = push_r[1];
assign TextureReadFIFO_push = push_r[3];
reg [31:0] data;
reg data_wr;
assign BucketReadFIFO_WriteData = data;
assign TextureReadFIFO_WriteData = data;
reg [13:0] Count = 0;
parameter INIT      = 3'b000,
			 WR_SETUP  = 3'b001,
			 WR_WAIT   = 3'b010,
			 WR_ACTIVE = 3'b011,
          READY     = 3'b100,
			 RD_SETUP  = 3'b101,
			 RD_WAIT   = 3'b110,
			 RD_ACTIVE = 3'b111;
reg [2:0] State = INIT;
reg [2:0] Next;
reg [7:0] AccessCount;
reg dec;
reg [22:0] Address;
reg [3:0] load;
parameter BCR_SETUP = 23'b000_10_00_0_0_011_1_0_1_00_01_1_111;
always@(posedge clk75)
begin
	if(rst)
	begin
		Count <= 0;
		State <= INIT;
	end
	else
	begin
		Count <= Count + 1;
		State <= Next;
	end
	if(load[0])
		AccessCount <= BucketWriteFIFO_ReadData[30:24];
	else if(load[1])
		AccessCount <= BucketReadReq_ReadData[30:24];
	else if(load[2])
		AccessCount <= TextureWriteFIFO_ReadData[30:24];
	else if(load[3])
		AccessCount <= TextureReadReq_ReadData[30:24];
	else if(dec)
		AccessCount <= AccessCount - 1;
	if(load[0])
		Address <= BucketWriteFIFO_ReadData[22:0];
	else if(load[1])
		Address <= BucketReadReq_ReadData[22:0];
	else if(load[2])
		Address <= TextureWriteFIFO_ReadData[22:0];
	else if(load[3])
		Address <= TextureReadReq_ReadData[22:0];
	if(sel != 0)
		sel_r <= sel;
	push_r <= push;
	if(data_wr)
	begin
		if(MemDB_hw)
			data[31:16] <= MemDB;
		else
			data[15:0] <= MemDB;
	end
end
always@*
begin
	case(State)
		INIT:
		begin
			clkEnable = 0;
			MemDB_oe = 0;
			load = 0;
			pop = 0;
			push = 0;
			dec = 0;
			data_wr = 0;
			if(Count < 14'h3FF2)  
			begin
				MemAdr=BCR_SETUP;
				RamCRE=0; RamAdv_n=1; RamCS_n=1; MemOE_n=1; MemWR_n=1;
				Next = INIT;
			end
			else if(Count == 14'h3FF2)  
			begin
				MemAdr=BCR_SETUP;
				RamCRE=0; RamAdv_n=1; RamCS_n=1; MemOE_n=1; MemWR_n=1;
				Next = INIT;
			end
			else if(Count == 14'h3FF3)  
			begin
				MemAdr=BCR_SETUP;
				RamCRE=1; RamAdv_n=0; RamCS_n=0; MemOE_n=1; MemWR_n=1;
				Next = INIT;
			end
			else if(Count == 14'h3FF4)  
			begin
				MemAdr=BCR_SETUP;
				RamCRE=1; RamAdv_n=1; RamCS_n=0; MemOE_n=1; MemWR_n=1;
				Next = INIT;
			end
			else if(Count <= 14'h3FF8)  
			begin
				MemAdr=BCR_SETUP;
				RamCRE=0; RamAdv_n=1; RamCS_n=0; MemOE_n=1; MemWR_n=0;
				Next = INIT;
			end
			else if(Count == 14'h3FF9)  
			begin
				MemAdr=23'h0;
				RamCRE=0; RamAdv_n=1; RamCS_n=1; MemOE_n=1; MemWR_n=1;
				Next = INIT;
			end
			else if(Count <= 14'h3FFE)  
			begin
				MemAdr=23'h0;
				RamCRE=0; RamAdv_n=0; RamCS_n=0; MemOE_n=0; MemWR_n=1;
				Next = INIT;
			end
			else if(Count == 14'h3FFF)  
			begin
				MemAdr=23'h0;
				RamCRE=0; RamAdv_n=0; RamCS_n=1; MemOE_n=1; MemWR_n=1;
				Next = READY;
			end
		end
		READY:
		begin
			clkEnable = 1;
			MemAdr=23'h70FFEE;
			MemDB_oe = 0;
			RamCRE=0; RamAdv_n=1; RamCS_n=1; MemOE_n=1; MemWR_n=1;
			push = 0;
			dec = 0;
			data_wr = 0;
			if(!TextureReadReq_empty)
			begin
				load = 4'b1000;
				pop = 4'b1000;
				sel = 4'b1000;
				Next = RD_SETUP;
			end
			else
			if(!BucketReadReq_empty)
			begin
				load = 4'b0010;
				pop = 4'b0010;
				sel = 4'b0010;
				Next = RD_SETUP;
			end
			else
			if(!BucketWriteFIFO_empty)
			begin
				load = 4'b0001;
				pop = 4'b0001;
				sel = 4'b0001;
				Next = WR_SETUP;
			end
			else
			if(!TextureWriteFIFO_empty)
			begin
				load = 4'b0100;
				pop = 4'b0100;
				sel = 4'b0100;
				Next = WR_SETUP;
			end
			else
			begin
				load = 0;
				pop = 0;
				sel = 0;
				Next = READY;
			end
		end
		WR_SETUP:
		begin
			clkEnable = 1;
			MemAdr=Address;
			MemDB_oe = 0;
			RamCRE=0; RamAdv_n=0; RamCS_n=0; MemOE_n=1; MemWR_n=0;
			pop = 0;
			load = 0;
			sel = 0;
			push = 0;
			dec = 0;
			data_wr = 0;
			Next = WR_WAIT;
		end
		WR_WAIT:
		begin
			clkEnable = 1;
			MemAdr=Address;
			MemDB_oe = 0;
			RamCRE=0; RamAdv_n=1; RamCS_n=0; MemOE_n=1; MemWR_n=0;
			pop = 0;
			load = 0;
			sel = 0;
			push = 0;
			dec = 0;
			data_wr = 0;
			if(RamWait)
				Next = WR_WAIT;
			else
				Next = WR_ACTIVE;
		end
		WR_ACTIVE:
		begin
			clkEnable = 1;
			MemAdr=Address;
			if(AccessCount[0])
			begin
				MemDB_hw = 0;
				pop = sel_r;
			end
			else
			begin
				MemDB_hw = 1;
				pop = 0;
			end
			MemDB_oe = 1;
			RamCRE=0; RamAdv_n=1; RamCS_n=0; MemOE_n=1; MemWR_n=0;
			load = 0;
			sel = 0;
			push = 0;
			dec = 1;
			data_wr = 0;
			if(AccessCount[7:1]==0)
				Next = READY;
			else if(RamWait)
				Next = WR_WAIT;
			else
				Next = WR_ACTIVE;
		end
		RD_SETUP:
		begin
			clkEnable = 1;
			MemAdr=Address;
			MemDB_oe = 0;
			RamCRE=0; RamAdv_n=0; RamCS_n=0; MemOE_n=0; MemWR_n=1;
			pop = 0;
			load = 0;
			sel = 0;
			push = 0;
			dec = 0;
			data_wr = 0;
			Next = RD_WAIT;
		end
		RD_WAIT:
		begin
			clkEnable = 1;
			MemAdr=Address;
			MemDB_oe = 0;
			RamCRE=0; RamAdv_n=1; RamCS_n=0; MemOE_n=0; MemWR_n=1;
			pop = 0;
			load = 0;
			sel = 0;
			push = 0;
			dec = 0;
			data_wr = 0;
			if(RamWait)
				Next = RD_WAIT;
			else
				Next = RD_ACTIVE;
		end
		RD_ACTIVE:
		begin
			clkEnable = 1;
			MemAdr=Address;
			if(AccessCount[0])
			begin
				MemDB_hw = 0;
				data_wr = 1;
				push = sel_r;
			end
			else
			begin
				MemDB_hw = 1;
				data_wr = 1;
				push = 0;
			end
			MemDB_oe = 0;
			RamCRE=0; RamAdv_n=1; RamCS_n=0; MemOE_n=0; MemWR_n=1;
			pop = 0;
			load = 0;
			sel = 0;
			dec = 1;
			if(AccessCount[7:1]==0)
				Next = READY;
			else if(RamWait)
				Next = RD_WAIT;
			else
				Next = RD_ACTIVE;
		end
	endcase
end
endmodule
</file>
<file path="run.sh">
#!/bin/bash
# OpenROAD 26Q1-2900-gdf79404cd8, Yosys 0.63+post, stock flow scripts
make -C /OpenROAD-flow-scripts/flow DESIGN_CONFIG=/design/flow/config.mk WORK_HOME=/design/flow/orfs finish
</file>
<file path="constraint.sdc">
current_design MemController

set clk_period 11.9
set clk_io_pct 0.2

create_clock -name clk0 -period $clk_period [get_ports {clk75}]

set non_clock_inputs [all_inputs -no_clocks]
set_input_delay [expr $clk_period * $clk_io_pct] -clock clk0 $non_clock_inputs
set_output_delay [expr $clk_period * $clk_io_pct] -clock clk0 [all_outputs]
</file>
<file path="config.mk">
export PLATFORM = sky130hd
export DESIGN_NAME = MemController
export DESIGN_NICKNAME = MemController
export VERILOG_FILES = /design/flow/design.v
export SDC_FILE = /design/flow/constraint.sdc
export NUM_CORES = 4
export LEC_CHECK = 1
export CORE_UTILIZATION = 50
</file>
==> results.sh <==
# physical design summary
export IMPL_status="finished clean"
export IMPL_warning_count=37
export IMPL_drtPass1Iterations=5
export IMPL_overflow=0
export IMPL_hold_viol=0
export IMPL_unclocked_regs=36
export IMPL_syn_area_um2=5570
export IMPL_dieHeight_um=108
export IMPL_post_synth_fa_ha_maj_area_fraction_pct=1.12
export IMPL_yosys_area_top_type="edfxtp_1"
export IMPL_edf_count=66
export IMPL_final_setup_worst_slack_ps=2830
export IMPL_met1_usage_pct=48.3
export IMPL_fin_total_pwr_mw=0.661
export IMPL_grt_first_pass_wirelength_um=25800
export IMPL_synth_ff_latch_count=122
export IMPL_yosys_cell_types_count=60
export IMPL_path_class="clock port to output pin"
export IMPL_logic_family="simple AND/OR/NAND/NOR gates"
export IMPL_wl_per_cell_um=19.4
export IMPL_fp_util_pct=51.3
export IMPL_dieArea_um2=11600
export IMPL_drive_gt1_share_pct=7.74
export IMPL_yosys_area_um2=5570
export IMPL_viasPerCell=5.60
export IMPL_dp_slack_ps=3080
export IMPL_synth_avg_cell_area_um2=10.3
export IMPL_worstPathRequired_ps=9520
export IMPL_antenna_found_initial=0
export IMPL_ys_cells=541
export IMPL_grtUsageTotal_pct=32.1
export IMPL_place_hpwl_um=12900
export IMPL_rows=38
export IMPL_max_slew_margin_rel_pct=47.7
export IMPL_lay_top_cells="clkdlybuf4s50_1 (229), edfxtp_1 (66), nand2_1 (62)"
export IMPL_place_congestion=0.899
export IMPL_cp_arrival_ps=6690
export IMPL_holdCritPathClass="flip-flop to flip-flop"
export IMPL_rsz0062_at_grt="false"
export IMPL_netlist_area_leader_share_pct=35.6
export IMPL_via_count=4902
export IMPL_finalMaxSlewViolations=0
export IMPL_io_pins=256
export IMPL_finalSetupViolations=0
export IMPL_yosysWarnings=3
export IMPL_io_buffers=229
export IMPL_chipWidth_um=108
export IMPL_ys_flop_type="edfxtp_1"
export IMPL_drt_iter0_drc=274
export IMPL_worstSkewPairLatency_ps=450
export IMPL_mux_area_share_pct=6.47
export IMPL_core_area_um2=10800
export IMPL_cts_tree="done"
export IMPL_cellPowerDensity_nw_per_um2=82.3
export IMPL_grt_pass1_vias=4795
export IMPL_clock_skew_final_ps=9.60
export IMPL_crit_path_start_kind="clock port"
export IMPL_xor_area_share_pct=2.52
export IMPL_crit_path_max_fanout=2
export IMPL_cts_resized_gates=0
export IMPL_holdWs_ps=522
export IMPL_leakage_nw=2.91
export IMPL_cts_hold_buffers=0
export IMPL_synthToLayoutAreaGrowth_pct=44.3
export IMPL_antennaDiodeCount=0
export IMPL_cap_viol_max_count=0
export IMPL_grt_max_degree=29
export IMPL_worst_setup_path_end_kind="output pin"
export IMPL_ys_async_sr_fraction_pct=0
export IMPL_synth_cellmix_simpleShare_pct=15.7
export IMPL_untimed_endpoints=72
export IMPL_ys_sh_aoi_pct=13.3
export IMPL_netlist_instances=541
export IMPL_gr_usage_met2_pct=48.8
export IMPL_ant_nets=0
export IMPL_fin_setup_tns_ps=0
export IMPL_clkTransAtPathRegs_ps=70
export IMPL_drc_errors=0
export IMPL_ir_worst_vdd_mv=0.0734
export IMPL_layout_top_cell="clkdlybuf4s50_1"
export IMPL_grt_busiest_layer="met2"
export IMPL_routed_wl_um=17000
export IMPL_synth_area_top_cells="edfxtp_1 (36%), dlxtn_1 (8.6%), dfxtp_1 (7.2%), mux4_2 (6.5%), buf_4 (4.9%)"
export IMPL_grtUsageMet3_pct=10.7
export IMPL_worstMarginPinSlew_ps=780
export IMPL_cts_setup_buffers=0
[sequential cells by signal (all words and copies together), names as in the netlist, 3 cells and up]
name,flops
AccessCount,8
Address,23
Count,14
MemAdr,23
Next,3
State,3
data,32
sel,4
sel_r,4
[stage by stage]
stage / std cells / utilization, % / cell area (um2)
after floorplan: 543 / - / 5570
after global placement: 858 / 71.6 / 7760
after detailed placement: 858 / 71.6 / 7760
after CTS: 876 / 74.1 / 8030
after global routing: 876 / 74.1 / 8030
final: 876 / 74.1 / 8030
[path summary, 6_finish.rpt]
path	endpoint	cells after the start	start	slack [ps]
worst max register to register	AccessCount[6]	5	State[2]	9400
worst min-delay path	Count[7]	2	Count[7]	520
worst min register to register	Count[7]	2	Count[7]	520
worst max-delay path	RamClk	4	clk75	2830
[cells by family (layout without fill, tap and decap cells)]
logic type / Yosys count / count (layout)
DFF: 86 / 86
and+or+nand+nor: 179 / 179
AOI/OAI and AO/OA: 120 / 120
buffers and inverters: 81 / 274
other: 2 / 4
muxes: 16 / 16
adders and majority gates: 5 / 5
latches: 36 / 36
xor gates and xnor gates: 16 / 16
[worst max-delay path: stages]
cell             delay [ps]
clkbuf_8                110
clkbuf_8                110
and2_1                  130
clkdlybuf4s50_1         390
[routing by layer]
metal | vias up | share of wire, %
met5 | - | 0
met4 | 0 | 2.3
met3 | 33 | 10
met2 | 259 | 48
met1 | 2309 | 40
li1 | 2301 | -
[final cells by class]
type	instances	area (um2)
Inverter	14	52.6
Clock inverter	5	98.8
Timing Repair Buffer	241	2380
Tap cell	140	175
Fill cell	718	2810
Clock buffer	14	179
Sequential cell	122	2920
Multi-Input combinational cell	340	2220
[power breakdown]
part | switching [mW] | internal [mW] | leakage, nW
logic | 0.0232 | 0.0494 | 1.72
clock network | 0.104 | 0.159 | 0.142
registers | 0.00230 | 0.323 | 1.05
total | 0.130 | 0.531 | 2.91
[synth_stat cells (6+ instances only)]
cell and n:
dlxtn_1 32, mux4_2 16, o22ai_1 24, dfxtp_1 20, nand2_1 62, o21ai_0 45
buf_4 36, nand3_1 7, nor3_1 11, nor2b_1 10, inv_1 14, xnor2_1 12
clkbuf_1 25, edfxtp_1 66, a21oi_1 13, o21ai_1 7, nor2_1 45, nand2b_1 6
Power and IR drop assume default switching activity.
