==> /design/flow/design.v <==
`timescale 1ns / 1ps
module TriangleFIFOController(
    input clk100,
	 input nextFrame,
    input [223:0] CalcLine_TriangleFIFO_WriteData,
    input CalcLine_TriangleFIFO_push,
    input [223:0] PreCalc_TriangleFIFO_WriteData,
    input PreCalc_TriangleFIFO_push,
    output PreCalc_TriangleFIFO_wait,
    output reg [223:0] TriangleFIFO_WriteData,
    output reg TriangleFIFO_push,
    input TriangleFIFO_full,
    input TriangleFIFO_prog_full
    );
reg [223:0] Buf1;
reg         Buf1_full = 0;
reg [223:0] Buf2;
reg         Buf2_full = 0;
reg PreCalc_active;
reg CalcLine_active;
assign PreCalc_TriangleFIFO_wait = Buf1_full || Buf2_full || TriangleFIFO_prog_full;
always@(posedge clk100)
begin
	if(nextFrame)
	begin
		Buf1 <= 0;
		Buf1_full <= 0;
		Buf2 <= 0;
		Buf2_full <= 0;
		TriangleFIFO_push <= 0;
		TriangleFIFO_WriteData <= 0;
		PreCalc_active <= 0;
		CalcLine_active <= 0;
	end
	else if(CalcLine_active)
	begin
		if(CalcLine_TriangleFIFO_push)
		begin
			TriangleFIFO_push <= 1;
			TriangleFIFO_WriteData <= CalcLine_TriangleFIFO_WriteData;
			CalcLine_active <= 0;
		end
		else
		begin
			TriangleFIFO_push <= 0;
			TriangleFIFO_WriteData <= 0;
		end			
		if(PreCalc_TriangleFIFO_push && !Buf1_full)
		begin
			Buf1 <= PreCalc_TriangleFIFO_WriteData;
			Buf1_full <= 1;
		end
		else if(PreCalc_TriangleFIFO_push && !Buf2_full)
		begin
			Buf2 <= PreCalc_TriangleFIFO_WriteData;
			Buf2_full <= 1;
		end
	end
	else if(PreCalc_active)
	begin
		if(PreCalc_TriangleFIFO_push)
		begin
			TriangleFIFO_push <= 1;
			TriangleFIFO_WriteData <= PreCalc_TriangleFIFO_WriteData;
			PreCalc_active <= 0;
		end
		else
		begin
			TriangleFIFO_push <= 0;
			TriangleFIFO_WriteData <= 0;
		end	
		if(CalcLine_TriangleFIFO_push && !Buf1_full)
		begin
			Buf1 <= CalcLine_TriangleFIFO_WriteData;
			Buf1_full <= 1;
		end
		else if(CalcLine_TriangleFIFO_push && !Buf2_full)
		begin
			Buf2 <= CalcLine_TriangleFIFO_WriteData;
			Buf2_full <= 1;
		end
	end
	else if(Buf1_full)
	begin
		TriangleFIFO_push <= 1;
		TriangleFIFO_WriteData <= Buf1;
		if(CalcLine_TriangleFIFO_push && !Buf2_full)
		begin
			Buf1 <= CalcLine_TriangleFIFO_WriteData;
			Buf1_full <= 1;
		end
		else if(CalcLine_TriangleFIFO_push && Buf2_full)
		begin
			Buf1 <= Buf2;
			Buf1_full <= 1;
			Buf2 <= CalcLine_TriangleFIFO_WriteData;
			Buf2_full <= 1;
		end
		else if(PreCalc_TriangleFIFO_push && !Buf2_full)
		begin
			Buf1 <= PreCalc_TriangleFIFO_WriteData;
			Buf1_full <= 1;
		end
		else if(PreCalc_TriangleFIFO_push && Buf2_full)
		begin
			Buf1 <= Buf2;
			Buf1_full <= 1;
			Buf2 <= PreCalc_TriangleFIFO_WriteData;
			Buf2_full <= 1;
		end
		else
		begin
			Buf1 <= Buf2;
			Buf1_full <= Buf2_full;
			Buf2 <= 0;
			Buf2_full <= 0;
		end
	end
	else if(CalcLine_TriangleFIFO_push)
	begin
		TriangleFIFO_push <= 1;
		TriangleFIFO_WriteData <= CalcLine_TriangleFIFO_WriteData;
		if(PreCalc_TriangleFIFO_push && !Buf1_full)
		begin
			Buf1 <= PreCalc_TriangleFIFO_WriteData;
			Buf1_full <= 1;
		end
		else if(PreCalc_TriangleFIFO_push && !Buf2_full)
		begin
			Buf2 <= PreCalc_TriangleFIFO_WriteData;
			Buf2_full <= 1;
		end
		CalcLine_active <= 1;
	end
	else if(PreCalc_TriangleFIFO_push)
	begin
		TriangleFIFO_push <= 1;
		TriangleFIFO_WriteData <= PreCalc_TriangleFIFO_WriteData;
		PreCalc_active <= 1;
	end
	else
	begin
		TriangleFIFO_push <= 0;
		TriangleFIFO_WriteData <= 0;
	end
end
endmodule
==> /design/flow/run.sh <==
#!/bin/bash
# OpenROAD 26Q1-2900-gdf79404cd8, Yosys 0.63+post, stock flow scripts
make -C /OpenROAD-flow-scripts/flow DESIGN_CONFIG=/design/flow/config.mk WORK_HOME=/design/flow/orfs finish
==> /design/flow/config.mk <==
export PLATFORM = sky130hd
export DESIGN_NAME = TriangleFIFOController
export DESIGN_NICKNAME = TriangleFIFOController
export VERILOG_FILES = /design/flow/design.v
export SDC_FILE = /design/flow/constraint.sdc
export NUM_CORES = 4
export LEC_CHECK = 1
export CORE_UTILIZATION = 40
==> /design/flow/constraint.sdc <==
current_design TriangleFIFOController

set clk_period 25.3
set clk_io_pct 0.2

create_clock -name clk0 -period $clk_period [get_ports {clk100}]

set non_clock_inputs [all_inputs -no_clocks]
set_input_delay [expr $clk_period * $clk_io_pct] -clock clk0 $non_clock_inputs
set_output_delay [expr $clk_period * $clk_io_pct] -clock clk0 [all_outputs]
==> impl_results.html <==
<h2>Synthesis and place &amp; route</h2>
<table>
<tr><th>Metric</th><th>Value</th></tr>
<tr><th colspan="2">Job</th></tr>
<tr><td>Number of warnings the tools reported</td><td>47</td></tr>
<tr><td># Max-Cap Violations</td><td>0</td></tr>
<tr><th colspan="2">Synth</th></tr>
<tr><td>YS chip area</td><td>42390 sq um</td></tr>
<tr><td>Cell area after technology mapping</td><td>42390 sq um</td></tr>
<tr><td>Post-synthesis cell type count</td><td>43</td></tr>
<tr><td>Warnings, synthesis</td><td>1</td></tr>
<tr><td>Number of cell instances after yosys synthesis</td><td>4936</td></tr>
<tr><td>Seq/Total Area, Yosys</td><td>31.97%</td></tr>
<tr><td>Synthesized area per cell</td><td>8.587 sq um</td></tr>
<tr><td>Flops &amp; latches, synth</td><td>677</td></tr>
<tr><td>Instance tally after logic synthesis</td><td>4936</td></tr>
<tr><th colspan="2">Power and ir drop</th></tr>
<tr><td>Max VDD drop</td><td>0.05050 mV</td></tr>
<tr><td>Tot Pwr</td><td>3.988 mW</td></tr>
<tr><td>Power per Cell Area</td><td>76.67 nW/um^2</td></tr>
<tr><td>Leakage power</td><td>18.67 nW</td></tr>
<tr><th colspan="2">Placement</th></tr>
<tr><td>Final RePlAce weighted congestion</td><td>0.8769</td></tr>
<tr><td>HPWL reported at the end of detailed placement</td><td>93.98 mm</td></tr>
<tr><td>Worst Setup Slack post-DPL</td><td>14.06 ns</td></tr>
<tr><td>Input/output buffers</td><td>678</td></tr>
<tr><td>Cell count after placement</td><td>6474</td></tr>
<tr><th colspan="2">Global routing</th></tr>
<tr><td>Total global routing track utilization</td><td>31.34%</td></tr>
<tr><td>Via count of the first global-routing pass</td><td>42170</td></tr>
<tr><td>Gr ovfl total</td><td>0</td></tr>
<tr><td>Antenna violations before repair</td><td>65</td></tr>
<tr><td>Global-route wire length before repair</td><td>259.9 mm</td></tr>
<tr><td>Maximum number of pins on one net before global-route repair</td><td>145</td></tr>
<tr><th colspan="2">Timing</th></tr>
<tr><td>Count of endpoints failing hold in the final timing report</td><td>0</td></tr>
<tr><td>Final Skew</td><td>0.02838 ns</td></tr>
<tr><td>Shortest period the worst path allows</td><td>11.25 ns</td></tr>
<tr><td>Post-layout period usage of the worst path</td><td>44.45%</td></tr>
<tr><td>Slew headroom</td><td>41.74%</td></tr>
<tr><td># setup viols final</td><td>0</td></tr>
<tr><td>Final Max Slew Viols</td><td>0</td></tr>
<tr><td>Worst hold-check slack</td><td>0.5122 ns</td></tr>
<tr><td>Transition time of the tightest slew-check pin</td><td>0.8738 ns</td></tr>
<tr><td>Accumulated negative setup slack</td><td>0 ns</td></tr>
<tr><td>Highest clock rate</td><td>88.92 MHz</td></tr>
<tr><td>Slack of the critical path</td><td>14.05 ns</td></tr>
<tr><td>RSZ-0062 raised after global routing</td><td>no</td></tr>
<tr><th colspan="2">Floorplan</th></tr>
<tr><td>Die Outline Area</td><td>107300 sq um</td></tr>
<tr><td>Area inside the core boundary</td><td>105100 sq um</td></tr>
<tr><td>Die Y</td><td>327.5 um</td></tr>
<tr><td>Horiz. Die Dim</td><td>327.5 um</td></tr>
<tr><td>Core Rows</td><td>119</td></tr>
<tr><td>Io pins</td><td>680</td></tr>
<tr><td>Starting Density</td><td>40.32%</td></tr>
<tr><th colspan="2">Drt</th></tr>
<tr><td>Antenna-violating nets left</td><td>0</td></tr>
<tr><td>Starting DRT DRC Count</td><td>5225</td></tr>
<tr><td>Remaining routing DRC violations</td><td>0</td></tr>
<tr><td>Average wire per cell in the routed design</td><td>25.81 um</td></tr>
<tr><td>Routed Wire Length</td><td>171.9 mm</td></tr>
<tr><td>Routed via count</td><td>44630</td></tr>
<tr><td>Detailed-router iteration count before antenna repair</td><td>10</td></tr>
<tr><td>Drt via density</td><td>6.701</td></tr>
<tr><th colspan="2">Setup path</th></tr>
<tr><td>Register-to-register path setup slack</td><td>20.32 ns</td></tr>
<tr><td>Critical path data arrival time</td><td>6.19 ns</td></tr>
<tr><td>CP Class</td><td>input pin to output port</td></tr>
<tr><td>Max FO, Critical Path</td><td>1</td></tr>
<tr><td>Startpoint Class</td><td>input pin</td></tr>
<tr><td>Critical path capture point type</td><td>output port</td></tr>
<tr><td>Worst endpoint required time</td><td>20.24 ns</td></tr>
<tr><th colspan="2">CTS</th></tr>
<tr><td>Count of instances resized after the clock tree is built</td><td>0</td></tr>
<tr><td>Number of buffers added by the clock tree synthesis step</td><td>84</td></tr>
<tr><td>Clock tree from TritonCTS</td><td>yes</td></tr>
<tr><td>Clock Sinks</td><td>677</td></tr>
<tr><td>CTS H-tree depth</td><td>3</td></tr>
<tr><td># hold bufs at CTS</td><td>0</td></tr>
<tr><td>Clock root buffer</td><td>clkbuf_16</td></tr>
<tr><td>Number of setup buffers added after CTS</td><td>0</td></tr>
<tr><td>Skew-Pair Late Insertion Delay</td><td>0.68 ns</td></tr>
<tr><td>Reg clk slew, reported paths</td><td>0.06 ns</td></tr>
<tr><td>Maximum clock insertion buffer count</td><td>3</td></tr>
<tr><th colspan="2">Finish</th></tr>
<tr><td>Number of standard cells in the layout, taps in and fillers out</td><td>6660</td></tr>
<tr><td>Share of final-layout standard cells stronger than drive strength 1</td><td>13.22%</td></tr>
<tr><td>Most frequently placed logic cells in the final layout</td><td>676 x dfxtp_1, 676 x clkdlybuf4s50_1, 454 x nor2_1</td></tr>
<tr><td>Area Overhead vs Synth</td><td>22.73%</td></tr>
<tr><th colspan="2">Hold path</th></tr>
<tr><td>Path category of the worst min-delay check</td><td>flip-flop to flip-flop</td></tr>
<tr><th colspan="2">Run status</th></tr>
<tr><td>Outcome</td><td>complete, no violations</td></tr>
</table>
sequential cells by signal (all words and copies together), names as in the netlist:
signal                  flops
TriangleFIFO_WriteData    224
Buf2                      224
Buf1_full                   1
CalcLine_active             1
Buf1                      224
PreCalc_active              1
Buf2_full                   1
TriangleFIFO_push           1
cell usage after synthesis, drive strengths merged:
master	instances	share of area, %
nor4	1	0.015
inv	226	2.0
buf	247	3.0
a31oi	224	3.3
and4b	1	0.024
a22o	224	4.6
o21ai	3	0.044
o221ai	224	4.6
xor2	1	0.021
a222oi	224	5.3
nor3b	3	0.065
nor3	4	0.059
clkbuf	381	3.4
nand2b	3	0.044
a211oi	451	8.1
a2bb2oi	223	4.6
a211o	1	0.021
a22oi	224	4.0
dfxtp	677	32
and3b	1	0.021
a21oi	4	0.047
and2	3	0.044
nand2	450	4.0
o21bai	1	0.018
a221oi	224	4.6
nand3b	1	0.018
nor2b	5	0.080
mux2	448	12
nor2	455	4.0
or3	1	0.015
a2111o	1	0.027
metrics by stage:
step,instance area (sq um),util [%]
6_report,52020,49.49
5_1_grt,52020,49.48
4_1_cts,51930,49.40
3_5_place_dp,49200,46.80
3_3_place_gp,49200,46.80
2_1_floorplan,42390,-
routing by layer:
layer	track usage (%)	wire length, um	up-vias
met5	0	376	-
li1	-	-	20120
met2	46.17	76810	2686
met4	12.22	5595	60
met1	44.65	69890	21360
met3	7.935	19230	398
cell type report:
class                   count  area [sq um]
diodes                     35         87.58
clock buffers             132          2506
clock inverters            19         229.0
fillers                  9700         53100
inverters                 226         848.3
multi-input cells        3405         25350
flip-flops and latches    677         13560
well taps                1391          1740
repair buffers            775          7700
kinds of logic (layout without fill, tap and decap cells):
kind of cell	Yosys count	in the layout	synth area share, %
flops	677	677	31.97
buf+inv	854	1152	8.386
compound gates	2028	2028	39.31
other cells	0	35	0
xor+xnor	1	1	0.02067
mux	448	448	11.90
simple gates	928	928	8.404
report_power, final:
part / total [mW] / internal [mW] / switching [mW]
combinational: 1.35 / 0.611 / 0.740
clock: 1.23 / 0.719 / 0.510
sequential: 1.41 / 1.27 / 0.138
total: 3.99 / 2.60 / 1.39
critical path: stages:
cell and delay, ns:
clkdlybuf4s50_1 0.40, or3_1 0.31, clkdlybuf4s50_1 0.42
worst paths after layout:
kind | endpoint | startpoint | cells past startpoint
worst max-delay path | PreCalc_TriangleFIFO_wait | TriangleFIFO_prog_full | 3
worst min register to register | Buf2[92] | Buf2[92] | 2
worst max register to register | Buf2[43] | PreCalc_active | 8
worst min-delay path | Buf2[92] | Buf2[92] | 2
No activity file was given, so power comes from the tool's default toggle rates.
