**/design/flow/design.v**
```verilog
`timescale 1ns / 1ps
module DrawLine(
    input clk100,
    input [9:0] X1,   
    input [9:0] X2,   
    input [25:0] Z1,  
    input signed [26:0] NZ,  
    input [21:0] R1,  
    input signed [22:0] NR,  
    input [21:0] G1,  
    input signed [22:0] NG,  
    input [17:0] B1,  
    input signed [18:0] NB,  
    input lineStart,
    output lineDone,
    output [10:0] DrawLine_UV_Addr,
    output reg [31:0] DrawLine_UV_Data,
    output reg DrawLine_UV_we,
    output [9:0] DrawLine_Z_ReadAddr,
    input [16:0] DrawLine_Z_ReadData,
    output [9:0] DrawLine_Z_WriteAddr,
    output reg [16:0] DrawLine_Z_WriteData,
    output reg DrawLine_Z_we,
	 input nextLine,
	 input nextFrame
    );
reg  [9:0] Xdraw;
reg  [9:0] Xbuf;
reg  [9:0] Xzbuf;
reg  [9:0] Xend;
reg [25:0] Z_r;
reg [26:0] NZ_r;
reg [21:0] R_r;
reg [22:0] NR_r;
reg [21:0] G_r;
reg [22:0] NG_r;
reg [17:0] B_r;
reg [18:0] NB_r;
reg        busyZbuf = 0;
reg        busyBuf = 0;
reg        busyDraw = 0;
reg        linePolarity = 1;
reg        dir;
reg [26:0] Z;
reg [22:0] R;
reg [22:0] G;
reg [18:0] B;
assign DrawLine_Z_ReadAddr = Xzbuf;
assign DrawLine_Z_WriteAddr = Xdraw;
assign DrawLine_UV_Addr = {linePolarity, Xdraw};
assign lineDone = ~busyZbuf;
always@(posedge clk100)
begin
	if(nextFrame)
	begin
		linePolarity <= 1;
	end
	else if(nextLine)
	begin
		linePolarity <= ~linePolarity;
	end
	if(busyZbuf)
	begin
		if(dir)
		begin
			Xzbuf <= Xzbuf + 1;
			if(Xzbuf + 1 >= Xend)
			begin
				busyZbuf <= 0;
			end
		end
		else
		begin
			Xzbuf <= Xzbuf - 1;
			if(Xzbuf - 1 <= Xend)
			begin
				busyZbuf <= 0;
			end
		end
	end
	else if(lineStart)
	begin
		if(X1<X2)
		begin
			Xzbuf <= X1;
			Xend <= X2;
			Z_r <= Z1;
			NZ_r <= NZ;
			R_r <= R1;
			NR_r <= NR;
			G_r <= G1;
			NG_r <= NG;
			B_r <= B1;
			NB_r <= NB;
			busyZbuf <= 1;
			dir = 1;
		end
		else		
		begin
			Xzbuf <= X1;
			Xend <= X2;
			Z_r <= Z1;
			NZ_r <= -NZ;
			R_r <= R1;
			NR_r <= -NR;
			G_r <= G1;
			NG_r <= -NG;
			B_r <= B1;
			NB_r <= -NB;
			busyZbuf <= 1;
			dir = 0;
		end
	end
	busyBuf <= busyZbuf;
	busyDraw <= busyBuf;
	Xbuf <= Xzbuf;
	Xdraw <= Xbuf;
	if(busyDraw)
	begin
		if((DrawLine_Z_ReadData[16] != linePolarity) || (DrawLine_Z_ReadData[15:0] > Z_r))
		begin
			DrawLine_UV_we <= 1;
			DrawLine_Z_we <= 1;
		end
		else
		begin
			DrawLine_UV_we <= 0;
			DrawLine_Z_we <= 0;
		end
		DrawLine_UV_Data <= { R_r[21:10], G_r[21:10], B_r[17:10]};
		DrawLine_Z_WriteData <= {linePolarity, Z_r[25:10]};
		Z = Z_r + NZ_r;
		Z_r <= Z[26]?{26{~NZ_r[26]}}:Z[25:0];
		R = R_r + NR_r;
		R_r <= R[22]?{22{~NR_r[22]}}:R[21:0];
		G = G_r + NG_r;
		G_r <= G[22]?{22{~NG_r[22]}}:G[21:0];
		B = B_r + NB_r;
		B_r <= B[18]?{18{~NB_r[18]}}:B[17:0];
	end
	else
	begin
		DrawLine_UV_we <= 0;
		DrawLine_Z_we <= 0;
	end
end
endmodule
```
**/design/flow/run.sh**
```bash
#!/bin/bash
# OpenROAD 26Q1-2900-gdf79404cd8, Yosys 0.63+post, stock flow scripts
make -C /OpenROAD-flow-scripts/flow DESIGN_CONFIG=/design/flow/config.mk WORK_HOME=/design/flow/orfs finish
```
**/design/flow/config.mk**
```make
export PLATFORM = sky130hd
export DESIGN_NAME = DrawLine
export DESIGN_NICKNAME = DrawLine
export VERILOG_FILES = /design/flow/design.v
export SDC_FILE = /design/flow/constraint.sdc
export NUM_CORES = 4
export LEC_CHECK = 1
export CORE_UTILIZATION = 50
```
**/design/flow/constraint.sdc**
```tcl
current_design DrawLine

set clk_period 10.8
set clk_io_pct 0.2

create_clock -name clk0 -period $clk_period [get_ports {clk100}]

set non_clock_inputs [all_inputs -no_clocks]
set_input_delay [expr $clk_period * $clk_io_pct] -clock clk0 $non_clock_inputs
set_output_delay [expr $clk_period * $clk_io_pct] -clock clk0 [all_outputs]
```
==> job_summary.md <==
## Implementation flow summary

| Metric | Value |
|---|---|
| Num Clock Sinks | `275` |
| Avg Cell Area, Syn | `10.5 um2` |
| Gr usage total | `26.7%` |
| Layout cells sized above 1 | `5.37%` |
| Post-route cell area | `22,000 um2` |
| Worst EP arrival | `5.35 ns` |
| Vias | `13,700` |
| Detail Route Antenna Nets | `0` |
| Post-synthesis chip area from yosys | `17,500 um2` |
| TritonCTS Buffers | `31` |
| Total congestion overflow | `0` |
| Worst path slowest cell | `a2111oi_0` |
| Crit start category | `primary input` |
| Rel. slew slack | `38.5%` |
| H-Tree Level Count | `1` |
| First DRT Iteration DRCs | `847` |
| Yosys Warn Count | `1` |
| Top-count cell post-synth | `edfxtp_1` |
| Clock Power Share | `15.5%` |
| Reg area | `8010 um2` |
| Synth cell types | `78` |
| Top cells by count | `edfxtp_1 (250), ha_1 (138), xnor2_1 (116)` |
| Residual DRC | `0` |
| Setup bufs post-CTS | `0` |
| Die H | `189 um` |
| First-pass GRT wire length | `70,000 um` |
| Comb gate area | `8870 um2` |
| Critical Path End Type | `flop` |
| Net Sw Power | `0.00263 W` |
| Critical path fanouts, max | `21` |
| Internal | `0.00405 W` |
| Most common reg cell | `edfxtp_1` |
| Synth top area share | `42.9%` |
| GPL Wtd Cong | `0.928` |
| Slew Limit Fails | `0` |
| Clk buf depth | `3` |
| Post-synthesis cell area | `17,500 um2` |
| CTS tree | `yes` |
| Number of global-route vias before repair | `13,200` |
| First drt pass iteration count | `5` |
| Port Buffers | `303` |
| Setup TNS | `0 ns` |
| Number of synthesized flops with an enable pin | `250` |
| Sw Share | `39.4%` |
| Setup-failing EPs final | `0` |
| PostCTS Resize Cnt | `0` |
| Initial antenna violation count | `4` |
| DPL Wire Length | `33,500 um` |
| Final Hold Viols | `0` |
| Max VDD drop | `0.000160 V` |
| Worst Skew | `0.0150 ns` |
| Root Buffer | `clkbuf_16` |
| WP data required | `11.10 ns` |
| Area grow syn2layout | `25.6%` |
| Yosys cell count | `1,659` |
| OpenROAD warning count | `27` |
| Clk ins delay skew pair | `0.56 ns` |
| DR WL/cell | `18.3 um` |
| CP Class | `primary input to flop` |
| Chip Area | `35,700 um2` |
| Leakage dissipation | `8.54 nW` |
| Pwr/cell area | `304 nW/um2` |
| Fin crit period | `5.05 ns` |
| Unrepaired setup endpoints after global routing | `no` |
| FP Rows | `68` |
| Cell mode on critical path | `a21o_1` |
| Largest net degree at the start of global routing | `59` |
| Run status | `finished, final reports clean` |
| Flops after synth | `275` |
| Die width | `189 um` |
| Hold buffers post-CTS | `0` |
| Core region area | `34,500 um2` |
| Cells after synthesis | `1,659` |
| Fmax | `198 MHz` |
| Worst Max-Slew Pin Slew | `0.911 ns` |
| # fillers | `2,668` |
| Crit-path cells | `clkdlybuf4s50_1 > inv_1 > ha_1 > a21o_1 > a21o_1 > a21o_1 > a21o_1 > a2111oi_0 > o31ai_4 > buf_4 > clkinv_1 > nor2_1 > xor2_1` |
| Crit share post-route | `46.8%` |
| Placed cell areas | `21,000 um2` |
| Register share after synthesis | `45.8%` |
| Flop pwr share | `31.2%` |
| Max stage delay on crit path | `0.67 ns` |
| Asr flop ratio synth | `0%` |
| Number of max-cap violations | `0` |
| Post-synth area hogs | `edfxtp_1 (43%), ha_1 (9.9%), xnor2_1 (5.8%), dfxtp_1 (2.9%), a21o_1 (2.8%)` |
| CTS clk-pin slew, worst paths | `0.06 ns` |
| Total Wirelength | `44,500 um` |
| DR vias/cell | `5.65` |
| Min-delay worst type | `flop to flop` |
| Area leader, netlist | `edfxtp_1` |
| Combinational Power Share | `53.3%` |
| IO Count | `304` |
| FP Util | `50.7%` |
[stage by stage]
stage	hold WS [ns]	setup slack (ns)	utilization, %	instances	power, W
4_1_cts	0.322	5.68	63.7	2430	0.00670
5_1_grt	0.327	5.45	63.7	2430	0.00721
3_5_place_dp	0.312	5.10	60.8	2374	0.00563
6_report	0.324	5.75	63.7	2431	0.00668
2_1_floorplan	0.310	6.10	-	1659	0.00452
3_3_place_gp	0.310	5.12	60.8	2374	0.00562
[layer usage]
layer / track usage (%) / part of all wire [%] / wire length [um] / vias to the layer above
li1: - / - / - / 6807
met1: 42.1 / 44 / 19700 / 6386
met2: 39.7 / 45 / 19900 / 486
met3: 7.95 / 9.1 / 4060 / 59
met4: 4.34 / 2.0 / 868 / 6
met5: 0 / 0.067 / 30 / -
[cell usage in the layout, fill, tap and decap left out, drive strengths merged, types with 65 or more instances in the layout]
cell and count:
clkdlybuf4s50 303, edfxtp 250, ha 138, o21ai 102, inv 92, xnor2 116, a21o 65, a21oi 98
nor2 103, nand2 110
[flip-flops by register name, summed over array words and instances, names as in the netlist]
name / count
NZ_r: 27
linePolarity: 1
NR_r: 23
NB_r: 19
DrawLine_UV_Data: 32
NG_r: 23
Xdraw: 10
R_r: 22
busyZbuf: 1
busyBuf: 1
Z_r: 26
DrawLine_Z_we: 1
G_r: 22
busyDraw: 1
Xend: 10
dir: 1
Xbuf: 10
Xzbuf: 10
B_r: 18
DrawLine_Z_WriteData: 17
[area by class of cell]
class	instances	share of cell area, %
Antenna cell	1	0.0114
Clock buffer	41	3.94
Clock inverter	15	0.638
Inverter	96	1.66
Multi-Input combinational cell	1231	40.4
Sequential cell	275	36.5
Tap cell	455	2.59
Timing Repair Buffer	317	14.3
[path summary, 6_finish.rpt]
| check | startpoint | to | slack (ns) | cells past startpoint |
|---|---|---|---|---|
| setup / recovery | X2[1] | NB_r[7]$_DFFE_PP_ | 5.75 | 13 |
| hold / removal | Xbuf[1]$_DFF_P_ | Xdraw[1]$_DFF_P_ | 0.32 | 0 |
| setup reg to reg | G_r[0]$_DFFE_PP_ | G_r[19]$_DFFE_PP_ | 7.17 | 12 |
| hold reg to reg | Xbuf[1]$_DFF_P_ | Xdraw[1]$_DFF_P_ | 0.32 | 0 |
[worst max-delay path: cells and delay by family]
family | cells | cell delay, ns
adder cells (fa/ha/maj) | 1 | 0.26
XOR/XNOR | 1 | 0.16
AND-OR/OR-AND | 6 | 1.47
AND/OR/NAND/NOR | 1 | 0.12
buffers and inverters | 4 | 1.17
[cell families (layout without fill, tap and decap cells)]
logic type	count (synthesis)	count (layout)	synth area share (%)
multiplexers	24	24	1.59
AND/OR/NAND/NOR	425	425	11.9
adder cells (fa/ha/maj)	165	165	11.7
flip-flops	275	275	45.8
AND-OR/OR-AND	450	450	17.1
XOR/XNOR	167	167	8.36
other	0	1	0
buffers and inverters	153	469	3.63
[power groups by stage]
stage,Sequential (W),Combinational [W],Clock [W]
after CTS,0.00208,0.00356,0.00106
final,0.00208,0.00356,0.00104
after global routing,0.00213,0.00398,0.00110
Power and IR drop assume default switching activity.
