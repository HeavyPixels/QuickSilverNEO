<file path="config.mk">
export PLATFORM = sky130hd
export DESIGN_NAME = TriangleFIFOStub
export DESIGN_NICKNAME = TriangleFIFOStub
export VERILOG_FILES = /design/flow/design.v
export SDC_FILE = /design/flow/constraint.sdc
export NUM_CORES = 4
export LEC_CHECK = 1
export CORE_UTILIZATION = 30
</file>
<file path="constraint.sdc">
current_design TriangleFIFOStub

set clk_period 7.1
set clk_io_pct 0.2

create_clock -name clk0 -period $clk_period [get_ports {clk100}]

set non_clock_inputs [all_inputs -no_clocks]
set_input_delay [expr $clk_period * $clk_io_pct] -clock clk0 $non_clock_inputs
set_output_delay [expr $clk_period * $clk_io_pct] -clock clk0 [all_outputs]
</file>
<file path="design.v">
`timescale 1ns / 1ps
module TriangleFIFOStub(
    input clk100,
    output [223:0] CalcLine_TriangleFIFO_ReadData,
    input CalcLine_TriangleFIFO_pop,
    output CalcLine_TriangleFIFO_empty,
    input [223:0] CalcLine_TriangleFIFO_WriteData,
    input CalcLine_TriangleFIFO_push,
	 input nextFrame
    );
reg [223:0] TriBuf1 = {1'h0, 20'h4B000, 20'h4B000, 10'h258, 21'h1FFDF3, 21'h000423, 21'h1FEC00, 10'h00A, 10'h12C, 10'h190, 26'h10, 27'h0, 27'h0};
reg [223:0] TriBuf2 = {32'h0, 22'h3FF000, 23'h0, 23'h0, 22'h0, 23'h0, 23'h0, 18'h0, 19'h0, 19'h0};
reg empty1 = 0;
reg empty2 = 0;
assign CalcLine_TriangleFIFO_ReadData = TriBuf1;
assign CalcLine_TriangleFIFO_empty = empty1;
always@(posedge clk100)
begin
	if(nextFrame)
	begin
		TriBuf1 <= {1'h0, 20'h4B000, 20'h4B000, 10'h258, 21'h1FFDF3, 21'h000423, 21'h1FEC00, 10'h00A, 10'h12C, 10'h190, 26'h10, 27'h0, 27'h0};
		TriBuf2 <= {32'h0, 22'h3FF000, 23'h0, 23'h0, 22'h0, 23'h0, 23'h0, 18'h0, 19'h0, 19'h0};
		empty1 <= 0;
	end
	else if(CalcLine_TriangleFIFO_pop)
	begin
		TriBuf1 <= TriBuf2;
		TriBuf2 <= 0;
		empty1 <= empty2;
		empty2 <= 1;
	end
	else if(CalcLine_TriangleFIFO_push)
	begin
		TriBuf1 <= TriBuf2;
		TriBuf2 <= CalcLine_TriangleFIFO_WriteData;
		empty1 <= empty2;
		empty2 <= 0;
	end
end
endmodule
</file>
<file path="run.sh">
#!/bin/bash
# OpenROAD 26Q1-2900-gdf79404cd8, Yosys 0.63+post, stock flow scripts
make -C /OpenROAD-flow-scripts/flow DESIGN_CONFIG=/design/flow/config.mk WORK_HOME=/design/flow/orfs finish
</file>
==> reports/results.ini <==
[layout]
fin_cells = 2849
syn_to_final_growth_pct = 37.8
regArea_um2 = 9020
design_area_um2 = 23600
n_fill_cell = 5383
comb_area_um2 = 7230
drive_gt1_frac = 0.0666

[setup_path]
reg2reg_from = TriBuf1[19]
crit_path_end_kind = flip-flop
path_cells = buf_8 > buf_4 > or2_4 > buf_4 > nor2_1
slowest_delay_ns = 0.71
start_kind = input port
crit_type = in -> reg
slowest_stage = buf_4
crit_top_cell = buf_4
critPathMaxFanout = 85
reg2reg_slack_ns = 6.11
required_ns = 7.53
r2r_end = TriBuf1[19]
arrival_ns = 3.92
r2r_cells = 2

[final_timing]
tightest_slew_ns = 0.874
slew_violations = 0
maxSlewHeadroom = 0.418
finalClockPeriodUsage = 0.492
finalHoldViolCount = 0
rsz0062_at_grt = no
fin_setup_tns_ns = 0
clock_skew_ns = 0.0177
max_freq_mhz = 286
fin_hold_ws_ns = 0.459
setup_violations = 0
layout_min_cycle_time_ns = 3.49

[synth]
avgSynthCellArea_um2 = 10.1
netlist.area_leader.share = 0.525
syn_area_um2 = 17100
ys.flops = 450
netlist_instances = 1691
synth_stat.cells = 1691
yosysTopAreaCell = dfxtp_1
yosys_area_um2 = 17100
yosys_warnings = 1
ys_types = 19
top_cells_by_area = dfxtp_1 53%, mux2i_1 13%, or3b_1 7.0%
yosys.stat.seqShare = 0.527

[global_route]
grt_start_max_net_pins = 145
antenna_found_initial = 9
grtUsageMet1 = 0.227
grt_overflow = 0
grtUsageMet2 = 0.243
grtUsageTotal = 0.163
gr-usage-met3 = 0.0515
grt_pass1_vias = 12600
grt_pass1_wl_mm = 72.4
grt_busiest_layer = met2

[clock_tree]
h-tree-depth = 2
insertion_delay_ns = 0.59
cts_tree = done
clock_path_buffers = 3
cts_num_sinks = 450
path_clk_slew_ns = 0.06
cts-root-buf = clkbuf_16
postCtsHoldBufs = 0
cts_buffers = 52
cts-resized-gates = 0
post_cts_buffers = 0

[detailed_routing]
routed_wl_mm = 48.4
drt_pass1_iterations = 4
vias = 13300
avgRoutedWirePerCell_um = 17.0
ant_nets = 0
drcViolationCount = 0
vias_per_cell = 4.66
drt_iter0_markers = 593

[power_and_ir_drop]
powerDensity_nw_per_um2 = 245
p_clk_frac = 0.447
p_sw_frac = 0.231
netSwitchingPower_mw = 1.34
p_int_mw = 4.44
ir_drop_v = 0.000196
p_leak_nw = 8.87
comb_power_share = 0.092
seq_power_share = 0.461

[place]
gp_congestion = 0.830
place_area_um2 = 21900
placed_cells = 2747
port-buffer-count = 452
dp_hpwl_mm = 30.1

[worst_hold_path]
min_from = TriBuf1[152]
whs_endpoint = TriBuf1[152]
hold_class = reg -> reg
hold_depth = 1

[die]
dieHeight_um = 241
core-area_um2 = 56400
die_w_um = 241
floorplan.core_util = 0.303
core.rowCount = 87
die_area_um2 = 58000
ios = 453

[run_status]
status = finished, final reports clean

[job]
warnings = 34
max_cap_viol_count = 0

## per-layer routing
metal	up-vias	share of wire	routed length (µm)
met5	-	0.00085	41
met4	6	0.033	1610
met3	94	0.076	3700
met2	310	0.44	21500
met1	6184	0.45	21600
li1	6691	-	-
## worst max-delay path, delay by kind of cell
family | cells | cell delay (ns)
buffers and inverters | 3 | 1.69
AND/OR/NAND/NOR | 2 | 0.73
## sequential cells by signal, indices dropped and copies added (netlist names)
name,cells
empty1,1
TriBuf1,224
empty2,1
TriBuf2,224
## power by group through the flow
stage	sequential (mW)	clock, mW	combinational [mW]
finish	2.66	2.59	0.532
global route	2.67	2.78	0.580
CTS	2.66	2.67	0.540
## synth_stat cells
master,n
a211o_1,54
a21oi_1,171
buf_1,2
buf_2,17
buf_4,25
buf_6,15
clkbuf_1,106
clkbuf_2,4
dfxtp_1,449
edfxtp_1,1
mux2i_1,224
nor2_1,215
nor2_2,1
o21a_1,54
o21ai_0,171
o21bai_1,10
or2_2,1
or3b_1,136
or3b_2,35
## placed cells by master, fill, tap and decap left out, drive strengths merged
master         instances
or3b                 171
buf                   19
mux2i                224
clkdlybuf4s50        449
a211o                 54
clkinv                 8
diode                  7
nor2                 216
or2                    1
inv                    3
edfxtp                 1
clkbuf                82
dfxtp                449
o21bai                10
a21oi                171
clkinvlp               3
o21ai                171
o21a                  54
## worst max path at each step
| stage | start | to | slack [ns] | cells past startpoint |
|---|---|---|---|---|
| CTS | CalcLine_TriangleFIFO_pop | TriBuf2[88] | 3.57 | 5 |
| global route | CalcLine_TriangleFIFO_pop | TriBuf2[211] | 3.38 | 5 |
| finish | CalcLine_TriangleFIFO_pop | TriBuf2[88] | 3.61 | 5 |
## logic make-up after synthesis
logic type,Yosys count,synth area share
flip-flops,450,0.527
AND-OR/OR-AND,460,0.156
multiplexers,224,0.131
AND/OR/NAND/NOR,388,0.135
buffers and inverters,169,0.0507
## area by class of cell
| type | count | area share |
|---|---|---|
| multi-input combinational | 1072 | 0.307 |
| sequential | 450 | 0.382 |
| antenna | 7 | 0.000743 |
| tap | 756 | 0.0401 |
| clock buffer | 81 | 0.0671 |
| timing repair buffer | 469 | 0.199 |
| clock inverter | 14 | 0.00393 |
## per-stage QoR
stage	setup WS [ns]	power (mW)	util
after floorplan	4.61	2.97	-
after global placement	2.97	3.25	0.388
after detailed placement	2.93	3.25	0.388
after CTS	3.57	5.87	0.418
after global routing	3.38	6.04	0.418
final	3.61	5.78	0.418
Power figures rest on the tool's default switching activity, not on a simulated workload.
